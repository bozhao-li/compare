[flow/design.v]
`timescale 1ns / 1ps
module BHT_global(
    input wire clk,
    input wire rst,
    input wire [31:0] second_inst_addr1_i,
    input wire [31:0] second_inst_addr2_i,
    input wire [1:0]  second_inst_type1_i,
    input wire [1:0]  second_inst_type2_i,
    output reg BHT_global_predict1_o,
    output reg BHT_global_predict2_o,
    input wire [1:0] ex_branch_type_i, 
    input wire ex_branch_success_i,
    input wire [31:0] ex_inst_addr_i 
    );
    reg [8:0] GHR;
    reg [1:0] PHT [511:0]; 
    reg [511:0] PHT_valid;
    wire [8:0] index1; 
    wire [8:0] index2;
    wire [8:0] corr_index;
    assign index1 = {GHR^second_inst_addr1_i[10:2]};
    assign index2 = {GHR^second_inst_addr2_i[10:2]};
    assign corr_index = {GHR^ex_inst_addr_i[10:2]};
    always @(*) begin
        if(PHT_valid[index1] == 1'b1)begin
            BHT_global_predict1_o <= PHT[index1][1:1];
            BHT_global_predict2_o <= PHT[index2][1:1];
        end
        else begin
            BHT_global_predict1_o <= 1'b0;
            BHT_global_predict2_o <= 1'b0;
        end
    end
    always @(posedge clk) begin
        if(~rst)begin
            PHT_valid <= 512'b0;
            GHR <= 9'b0;
        end
        else if(ex_branch_type_i == 2'b01)begin
            PHT_valid[corr_index] <= 1'b1;
            if(ex_branch_success_i)begin
                GHR <= {GHR[7:0],1'b1};
                case(PHT[corr_index])
                    2'b00:   PHT[corr_index] <= 2'b01;
                    2'b01:   PHT[corr_index] <=  2'b10;
                    2'b10:    PHT[corr_index] <=  2'b11;
                    2'b11:    PHT[corr_index] <=  2'b11;
                    default:    PHT[corr_index] = 2'b01; 
                endcase
            end
            else begin
                GHR <= {GHR[7:0],1'b0};
                case (PHT[corr_index])
                    2'b00:   PHT[corr_index] <= 2'b00;
                    2'b01:   PHT[corr_index] <=  2'b00;
                    2'b10:    PHT[corr_index] <=  2'b01;
                    2'b11:    PHT[corr_index] <=  2'b10;
                    default:    PHT[corr_index] = 2'b01;   
                endcase
            end
        end
    end
endmodule
[flow/run.sh]
#!/bin/bash
# OpenROAD 26Q1-2900-gdf79404cd8, Yosys 0.63+post, stock flow scripts
make -C /OpenROAD-flow-scripts/flow DESIGN_CONFIG=/design/flow/config.mk WORK_HOME=/design/flow/orfs finish
[flow/config.mk]
export PLATFORM = sky130hd
export DESIGN_NAME = BHT_global
export DESIGN_NICKNAME = BHT_global
export VERILOG_FILES = /design/flow/design.v
export SDC_FILE = /design/flow/constraint.sdc
export NUM_CORES = 4
export LEC_CHECK = 1
export CORE_UTILIZATION = 50
[flow/constraint.sdc]
current_design BHT_global

set clk_period 258.7
set clk_io_pct 0.2

create_clock -name clk0 -period $clk_period [get_ports {clk}]

set non_clock_inputs [all_inputs -no_clocks]
set_input_delay [expr $clk_period * $clk_io_pct] -clock clk0 $non_clock_inputs
set_output_delay [expr $clk_period * $clk_io_pct] -clock clk0 [all_outputs]
==> results_tabular.tex <==
% Implementation results table
\begin{tabular}{lr}
\hline
Metric & Value \\
\hline
\multicolumn{2}{l}{\textbf{Logic synthesis}} \\
\quad Largest logic family & AND-OR/OR-AND gates \\
\quad Cell count after synthesis & 11785 \\
\quad Yosys cell types & 89 \\
\quad Most frequent cell after synthesis & nand2\_1 \\
\quad Synth Area in Simple Gates & 18.1\% \\
\quad Mapped Area & 106000 µm² \\
\quad Post-synth top flop & edfxtp\_1 \\
\quad Registers, synthesis & 1545 \\
\quad Fraction of registers with async set or reset after synthesis & 0\% \\
\quad Number of cells in the yosys synthesis report & 11785 \\
\quad Post-synth seq share & 39.0\% \\
\quad Cell types with the largest area share after synthesis & edfxtp\_1 (29\%), dfxtp\_1 (9.9\%), maj3\_1 (7.1\%) \\
\quad Number of enable flip-flop cells & 1024 \\
\quad Area reported by Yosys stat & 106000 µm² \\
\quad Count of warnings emitted by yosys & 2 \\
\quad Share of synthesized cell area in and-or and or-and compound cells & 20.7\% \\
\quad XOR/XNOR share of the synthesized area & 0.629\% \\
\quad Mux share & 6.84\% \\
\quad Commonest cells post-synth & nand2\_1 (1135), nor2\_1 (1104), edfxtp\_1 (1024) \\
\quad Adder-cell area share of the yosys netlist & 9.73\% \\
\quad Dominant cell type by area after synthesis & edfxtp\_1 \\
\quad Top-area cell type share of the netlist area & 29.1\% \\
\quad Average footprint of a synthesized cell & 8.96 µm² \\
\multicolumn{2}{l}{\textbf{Clock tree}} \\
\quad Clock sinks & 1545 \\
\quad Htree depth & 4 \\
\quad Number of hold buffers added after CTS & 0 \\
\quad Worst-case clock buffer depth & 3 \\
\quad Count of instances resized after the clock tree is built & 0 \\
\quad Buffer count from post-CTS setup fixing & 0 \\
\quad Number of CTS-inserted buffers & 169 \\
\quad Clock root buffer master & clkbuf\_16 \\
\multicolumn{2}{l}{\textbf{Placement}} \\
\quad Gp weighted congestion & 1.56 \\
\quad Total of buffers placed on input and output ports & 33 \\
\quad Pre-CTS setup slack & 148.67 ns \\
\quad Detailed placer's ending HPWL & 606000 µm \\
\multicolumn{2}{l}{\textbf{Global route}} \\
\quad First-pass GRT wire length & 1310000 µm \\
\quad Total overflow reported by the global router & 6402 \\
\quad Total routing usage reported by global routing & 94.6\% \\
\quad Largest net degree at the start of global routing & 160 \\
\quad Via count of the first global-routing pass & 138591 \\
\multicolumn{2}{l}{\textbf{Die}} \\
\quad Overall die width & 462 µm \\
\quad Cell row count & 168 \\
\quad Core utilization before placement & 50.3\% \\
\quad Die Height & 462 µm \\
\quad Ports placed on the boundary & 107 \\
\multicolumn{2}{l}{\textbf{Outcome}} \\
\quad Terminating stage of the flow & 5\_1\_grt \\
\quad Outcome & did not finish \\
\quad Error & [ERROR GRT-0116] Global routing finished with congestion. Check the congestion regions in the DRC Viewer. \\
\hline
\end{tabular}
==> cell families after synthesis <==
family | count (synthesis)
simple gates | 4103
compound gates | 3359
mux | 493
flops | 1545
fa+ha+maj | 995
xor+xnor | 63
buf+inv | 1227
==> layer usage <==
layer / overflow / track usage [%]
met1: 1147 / 96.0
met2: 2549 / 99.8
met3: 1232 / 92.6
met4: 1321 / 86.6
met5: 153 / 80.5
==> through the flow <==
step	utilization [%]	cells	instance area (µm²)	hold slack, ns
floorplan	-	11785	106000	0.435
global placement	53.9	14412	113000	0.440
detailed placement	53.9	14412	113000	0.447
CTS	56.7	14719	119000	0.461
