<file path="./config.mk">
export PLATFORM = sky130hd
export DESIGN_NAME = GL_choice
export DESIGN_NICKNAME = GL_choice
export VERILOG_FILES = /design/flow/design.v
export SDC_FILE = /design/flow/constraint.sdc
export NUM_CORES = 4
export LEC_CHECK = 1
export CORE_AREA = 10 10 70 70
export DIE_AREA = 0 0 80 80
</file>
<file path="./constraint.sdc">
current_design GL_choice

set clk_period 2.1
set clk_io_pct 0.2

create_clock -name clk0 -period $clk_period [get_ports {clk}]

set non_clock_inputs [all_inputs -no_clocks]
set_input_delay [expr $clk_period * $clk_io_pct] -clock clk0 $non_clock_inputs
set_output_delay [expr $clk_period * $clk_io_pct] -clock clk0 [all_outputs]
</file>
<file path="./design.v">
`timescale 1ns / 1ps
module GL_choice(
    input wire clk,
    input wire rst,
    input wire [31:0] second_inst_addr1_i,
    input wire [31:0] second_inst_addr2_i,
    input wire [1:0] ex_branch_type_i,
    input wire [31:0] ex_inst_addr_i,
    input wire ex_predict_success_i,
    output reg choice_predict1_o,
    output reg choice_predict2_o
    );
    reg [1:0] CPHT [255:0];
    reg [255:0] CPHT_valid;
    wire [7:0] inst_index1;
    wire [7:0] inst_index2; 
    wire [7:0] cor_index;
    assign inst_index1 = second_inst_addr1_i[10:3];
    assign inst_index2 = second_inst_addr2_i[10:3];
    assign corr_index = ex_inst_addr_i[10:3];
    always @(*) begin
        if(CPHT_valid[inst_index1] == 1'b1)begin
            choice_predict1_o <= CPHT[inst_index1][1:1];
        end
        else begin
            choice_predict1_o <= 1'b0;
        end
        if(CPHT_valid[inst_index2] == 1'b1)begin
            choice_predict2_o <= CPHT[inst_index2][1:1];
        end
        else begin
            choice_predict2_o <= 1'b0;
        end
    end
    always @(posedge clk) begin
        if(~rst)begin
            CPHT_valid <= 256'b0;
        end
        else if(ex_branch_type_i == 2'b01 && ex_predict_success_i)begin
            CPHT_valid[corr_index] <= 1'b1;
            case(CPHT[corr_index])
                    2'b00:   CPHT[corr_index] <= 2'b00;
                    2'b01:   CPHT[corr_index] <=  2'b00;
                    2'b10:    CPHT[corr_index] <=  2'b11;
                    2'b11:    CPHT[corr_index] <=  2'b11;
                    default:    CPHT[corr_index] <= 2'b01;
            endcase
        end
        else if(ex_branch_type_i == 2'b01 && ~ex_predict_success_i)begin
            CPHT_valid[corr_index] <= 1'b1;
            case(CPHT[corr_index])
                    2'b00:   CPHT[corr_index] <= 2'b01;
                    2'b01:   CPHT[corr_index] <=  2'b10;
                    2'b10:    CPHT[corr_index] <=  2'b01;
                    2'b11:    CPHT[corr_index] <=  2'b10;
                    default:    CPHT[corr_index] <= 2'b01;
            endcase
        end
    end
endmodule
</file>
<file path="./run.sh">
#!/bin/bash
# OpenROAD 26Q1-2900-gdf79404cd8, Yosys 0.63+post, stock flow scripts
make -C /OpenROAD-flow-scripts/flow DESIGN_CONFIG=/design/flow/config.mk WORK_HOME=/design/flow/orfs finish
</file>
==> impl_metrics.csv <==
group,metric,value,unit
job,cap_viol_max_count,0,
timing,whs,0.469,ns
clocking,cts_tree,"done",
timing,finalHoldViolations,0,
logic_synthesis,yosysUniqueCellTypes,18,
global_routing,antenna_found_initial,0,
global_routing,overflow,0,
logic_synthesis,yosys_warnings,2,
clocking,ctsHoldBuffers,0,
routing,wl_per_cell,10.1,microns
cells_and_area,final_util,18.8,%
setup_path,crit_fanout,1,
timing,setup_ws,0.197,ns
clocking,cts-buffers-inserted,3,
clocking,cts_root_buf,"clkbuf_4",
hold_path,hold_class,"reg2reg",
timing,slew_violations,0,
routing,drtPass1Iterations,3,
placement,gp_congestion,0.804,
timing,fin_skew,0.00804,ns
clocking,cts_sinks,6,
floorplan,core_area,3420,sq um
timing,max_freq,526,MHz
logic_synthesis,syn_area,319,sq um
logic_synthesis,synth_flops,6,
routing,antenna_cells,0,
global_routing,grt_pass1_vias,356,
global_routing,track_usage,3.00,%
timing,grt_setup_unrepaired,"false",
floorplan,die_h,80,microns
clocking,cts_max_path_buffers,2,
placement,place_ws,-0.101,ns
timing,worst_pin_slew,0.245,ns
power_and_ir_drop,peakVddDrop,0.253,mV
setup_path,crit_required,1.68,ns
logic_synthesis,syn_avg_cell_area,10.3,sq um
global_routing,grt_max_degree,7,
floorplan,dieArea,6400,sq um
placement,port_buffers,23,
logic_synthesis,netlist_instances,31,
routing,drcViolationCount,0,
floorplan,io_pins,103,
timing,fin_crit_sh,90.6,%
timing,relSlewSlack,83.2,%
setup_path,critical_path_class,"in2out",
cells_and_area,area_delta_synth_final,102,%
routing,postRouteAntennaNets,0,
job,warning_count,104,
timing,finalSetupViolCount,0,
setup_path,worstSetupEndpointType,"output port",
routing,wirelength,1.05,mm
routing,drt_iter0_drc,1,
logic_synthesis,yosysSeqAreaShare,50.2,%
clocking,worstSkewPairLatency,0.25,ns
clocking,clkTransAtPathRegs,0.04,ns
logic_synthesis,ys_area,319,sq um
cells_and_area,final_layout_top_logic_cells,"16 x clkdlybuf4s50_1, 5 x dlygate4sd2_1, 4 x edfxtp_1",
global_routing,grt_pass1_wl,1.55,mm
logic_synthesis,ys_cells,31,
power_and_ir_drop,pwr_density_cell,469,nW/um^2
cells_and_area,drive_gt1_share,13.8,%
power_and_ir_drop,finalPower,302,uW
routing,num_vias,336,
setup_path,start_kind,"primary input",
clocking,h-tree-depth,1,
timing,fin_crit,1.90,ns
floorplan,std_cell_rows,21,
cells_and_area,lay_top_count,"clkdlybuf4s50_1",
floorplan,initCoreUtil,9.34,%
power_and_ir_drop,leakage,0.000263,uW
outcome,status,"complete, no violations",
floorplan,die_w,80,microns
placement,hpwlAfterDp,902,microns
routing,vias_per_cell,3.23,
setup_path,crit_arrival,1.48,ns
## worst paths after layout
| path | slack (ns) | endpoint | from | depth (start not counted) |
|---|---|---|---|---|
| worst max register to register | 0.96 | CPHT[0][1] | CPHT[1][1] | 3 |
| worst min register to register | 0.47 | CPHT_valid[0] | CPHT_valid[0] | 1 |
| worst max-delay path | 0.20 | choice_predict1_o | second_inst_addr1_i[4] | 4 |
| worst min-delay path | 0.47 | CPHT_valid[0] | CPHT_valid[0] | 1 |
## worst max-delay path, stage by stage
cell and delay [ns]:
clkdlybuf4s50_1 0.40, nor4_1 0.27, and3_1 0.19, dlygate4sd2_1 0.20
## routing by layer
| layer | share of wire (%) | vias to the layer above | global-route usage (%) |
|---|---|---|---|
| met1 | 54 | 139 | 4.11 |
| met4 | 0.86 | 0 | 0.352 |
| met5 | 0 | - | 0 |
| met3 | 15 | 2 | 2.16 |
| li1 | - | 171 | - |
| met2 | 30 | 24 | 3.77 |
## cell type report
class                   instances  area (sq um)
multi-input cells              24           166
clock buffers                   4          26.3
repair buffers                 23           229
inverters                       1          3.75
flip-flops and latches          6           160
fillers                       392          2770
well taps                      46          57.6
## cells in the mapped netlist
library cell,instances,share of area (%)
o21a_1,2,4.7
inv_1,1,1.2
o21ai_0,2,3.1
and3_2,1,2.4
and3_1,2,3.9
a21boi_2,1,3.5
nand3_1,2,3.1
edfxtp_1,4,38
nand2_1,1,1.2
and2b_2,1,2.7
nor2_1,1,1.2
nor4_1,2,3.9
nand3b_1,1,2.4
dfxtp_1,2,13
mux2i_1,2,6.3
nor2b_1,2,3.9
a21oi_1,2,3.1
nor3_1,2,3.1
## state kept, by name (all words and copies together), names as in the netlist
register / count
CPHT: 4
CPHT_valid: 2
## kinds of logic (layout without fill, tap and decap cells)
group | after synthesis | count (layout) | synth area share, %
AND-OR/OR-AND | 7 | 7 | 14.5
multiplexers | 2 | 2 | 6.27
AND/OR/NAND/NOR | 15 | 15 | 27.8
buffers and inverters | 1 | 28 | 1.18
flip-flops | 6 | 6 | 50.2
## where the power goes
group	leakage, uW	internal [uW]	switching [uW]
clock	0.0000150	72.1	43.7
sequential	0.0000537	129	1.85
combinational	0.000195	39.1	15.8
total	0.000263	240	61.4
## repair_timing
| item | CTS | global route |
|---|---|---|
| gates resized | 7 | 3 |
| endpoints found under the setup margin | 2 | 1 |
| buffers inserted | 0 | 0 |
| endpoints found under the hold margin | 0 | 0 |
| pin swaps | 4 | 3 |
| gates cloned | 0 | 0 |
## metrics by stage
step	area, sq um	instances	TNS, ns
after detailed placement	607	100	-0.162
after CTS	633	104	0
final	643	104	0
after global routing	643	104	0
after floorplan	319	31	0
after global placement	607	100	-0.112
Power is estimated from default activity; no workload was simulated.
