==> design/flow/design.v <==
`timescale 1ns / 1ps
module WriteBuffer_8bank(
    input wire clk,
    input wire rst,
    input wire duncache_i,  
    input wire [1:0] judge,    
    input wire wreq_i,           
    input wire [31:0] waddr_i,
    input wire [255:0] wdata_i, 
    input wire [7:0] wsel,
    output wire whit_o, 
    input wire rreq_i,           
    input wire [31:0] raddr_i,
    output wire rhit_o,
    output reg [255:0] rdata_o,
    output wire [1:0] state_o, 
    input wire AXI_valid_i,      
    output wire AXI_wen_o,
    output wire [255:0] AXI_wdata_o,
    output wire [31:0] AXI_waddr_o 
    );
    wire [255:0] wsel_expand;
    assign wsel_expand = {{32{wsel[7]}} , {32{wsel[6]}} , {32{wsel[5]}} , {32{wsel[4]}}, {32{wsel[3]}} , {32{wsel[2]}} , {32{wsel[1]}} , {32{wsel[0]}}};
    wire [31:0] waddr_align = {waddr_i[31:5], 5'b0};
    wire [31:0] raddr_align = {raddr_i[31:5], 5'b0};
    reg [255:0] FIFO_data;
    reg [31:0]  FIFO_addr;
    reg FIFO_valid;
    wire write_hit_head;
    always@(posedge clk) begin
        if(~rst) begin
            FIFO_valid <= 1'b0;
        end else if(wreq_i && !whit_o) begin           
            FIFO_valid <= 1'b1;
        end else if(AXI_valid_i && !duncache_i && !write_hit_head && FIFO_valid)begin
            FIFO_valid <= 1'b0;
        end else begin
            ;
        end
    end
    always@(posedge clk) begin   
        if(wreq_i) begin
            if(whit_o) begin
                FIFO_data <= {(FIFO_data & ~wsel_expand) | (wdata_i & wsel_expand)}; 
            end else begin
                FIFO_data <= wdata_i;
                FIFO_addr <= waddr_align;
            end
        end else begin
        end
    end
    assign whit_o = (waddr_align == FIFO_addr && FIFO_valid) ? 1'b1 : 1'b0;
    assign write_hit_head = whit_o && wreq_i;
    wire state_full = ~rst ? 1'b0 : 
                      (FIFO_valid == 1'b1) ? 1'b1 : 1'b0;
    assign state_o = {state_full, state_full};
    assign rhit_o = (raddr_align == FIFO_addr && FIFO_valid) ? 1'b1 : 1'b0;
    always@(*) begin   
        if(rreq_i && rhit_o) begin
            rdata_o = FIFO_data; 
        end else begin
            rdata_o = 256'b0;
        end
    end
    assign AXI_wen_o = (state_o == 2'b00) ? 1'b0 : 
                        (AXI_valid_i && judge == 2'b10)? 1'b0 : 
                        1'b1;
    assign AXI_wdata_o = FIFO_data;
    assign AXI_waddr_o = FIFO_addr;
endmodule
==> design/flow/run.sh <==
#!/bin/bash
# OpenROAD 26Q1-2900-gdf79404cd8, Yosys 0.63+post, stock flow scripts
make -C /OpenROAD-flow-scripts/flow DESIGN_CONFIG=/design/flow/config.mk WORK_HOME=/design/flow/orfs finish
==> design/flow/config.mk <==
export PLATFORM = sky130hd
export DESIGN_NAME = WriteBuffer_8bank
export DESIGN_NICKNAME = WriteBuffer_8bank
export VERILOG_FILES = /design/flow/design.v
export SDC_FILE = /design/flow/constraint.sdc
export NUM_CORES = 4
export LEC_CHECK = 1
export CORE_AREA = 10 10 384 384
export DIE_AREA = 0 0 394 394
==> design/flow/constraint.sdc <==
current_design WriteBuffer_8bank

set clk_period 44.5
set clk_io_pct 0.2

create_clock -name clk0 -period $clk_period [get_ports {clk}]

set non_clock_inputs [all_inputs -no_clocks]
set_input_delay [expr $clk_period * $clk_io_pct] -clock clk0 $non_clock_inputs
set_output_delay [expr $clk_period * $clk_io_pct] -clock clk0 [all_outputs]
==> GITHUB_STEP_SUMMARY <==
### Yosys + OpenROAD results

| Metric | Value |
|---|---|
| Status | `finished clean` |
| Worst hold path depth | `2` |
| DRT Pass-1 Iters | `5` |
| Row cnt | `137` |
| Antenna violations before repair | `36` |
| CTS clk-pin slew, worst paths | `60 ps` |
| Final max-slew violation count | `0` |
| Endpoints failing hold | `0` |
| Global Route Usage Sum | `12.1%` |
| Setup TNS | `0 ps` |
| Crit. End Element | `primary output` |
| Die Y | `394 um` |
| Post-DR vias/cell | `3.61` |
| Root Driver | `clkbuf_16` |
| RSZ-0062 raised after global routing | `no` |
| # Cells Yosys | `1590` |
| GP Congestion | `0.887` |
| Routed wl met3 | `10700 um` |
| Residual DRC | `0` |
| Worst relative slew slack | `39.7%` |
| M1 wire length | `38400 um` |
| Design area | `0.0288 mm^2` |
| CTS resizes | `0` |
| R2R depth | `8` |
| Fin cells | `4287` |
| FF-to-FF Start | `FIFO_addr[13]$_DFFE_PP_` |
| Crit-path max FO | `78` |
| Least-Margin Pin Slew | `900 ps` |
| CP Launch Type | `input pin` |
| DP Worst Slack | `22480 ps` |
| Fin crit period | `22030 ps` |
| Max layer used | `met5` |
| Worst vdd ir | `0.0193 mV` |
| FP Util | `12.1%` |
| DRT Wirelength | `96800 um` |
| Period utilization | `49.5%` |
| Type of the most critical hold path | `reg2reg` |
| Data required, critical path | `35600 ps` |
| Final setup margin | `22470 ps` |
| Yosys warning count | `1` |
| Total gr overflow | `0` |
| Skew final | `30.7 ps` |
| Hold Path Origin | `FIFO_valid$_SDFFE_PN0P_` |
| Overall power | `772 uW` |
| Clock tree from TritonCTS | `done` |
| Largest net degree at the start of global routing | `100` |
| Share of layout cells above drive strength 1 | `14.7%` |
| Antenna viol nets, final | `0` |
| Most frequent cells in the layout | `clkdlybuf4s50_1 (869), inv_1 (519), edfxtp_1 (283), a31oi_1 (256), nor4_2 (230)` |
| Post-Syn Area | `0.0168 mm^2` |
| IO buf count | `869` |
| Vias in the first global route | `15.8k` |
| WS Path Type | `in2out` |
| DIE AREA | `0.155 mm^2` |
| Synthesized registers | `284` |
| Worst Path Arrival | `13130 ps` |
| CTS hold repair buffers | `0` |
| Top Ports | `885` |
| Post-CTS Setup Inserts | `0` |
| Leak pwr | `0.0103 uW` |
| Power per cell area | `26.8 mW/mm^2` |
| H-tree depth | `2` |
| Detail Route met2 WL | `45300 um` |
| Count of final setup violators | `0` |
| Post-Place Cells | `4212` |
| R2R Setup Slk | `40540 ps` |
| Die width | `394 um` |
| Maximum root-to-sink buffer count | `3` |
| Detailed-route via count | `15.5k` |
| Placed inst area | `0.0275 mm^2` |
| Synth-to-Final Area Change | `71.4%` |
| Worst-Skew Late Latency | `580 ps` |
| Post-synth seq share | `50.7%` |
| CTS sink cnt | `284` |
| Fill cells | `15.2k` |
| OpenROAD warnings | `35` |
| Mean cell area of the mapped netlist | `10.6 um^2` |
| Core Region | `0.139 mm^2` |
| Max-Cap Viols | `0` |
| DR iter-0 viols | `834` |
| YS chip area | `0.0168 mm^2` |
| CTS buffer count | `37` |
| Synth Instances | `1590` |
| F_max | `45.4 MHz` |
| Hold EP | `FIFO_valid$_SDFFE_PN0P_` |
| Most frequent logic cell in the layout | `clkdlybuf4s50_1` |
| Yosys cell types | `31` |
| Wire length per cell | `22.6 um` |
| First-pass GRT wire length | `132000 um` |
| DP HPWL | `76900 um` |
-- layer usage --
layer	global-route usage, %	vias to the layer above
met5	0	-
met4	2.61	10
met3	5.63	130
met2	19.3	792
met1	15.1	7464
li1	-	7099
-- cell usage after synthesis, drive strengths merged --
| cell type | count | area share (%) |
|---|---|---|
| inv | 520 | 12 |
| edfxtp | 283 | 51 |
| a31oi | 265 | 9.9 |
| nor4 | 261 | 18 |
| buf | 89 | 3.6 |
| clkbuf | 85 | 1.9 |
| xnor2 | 37 | 1.9 |
| xor2 | 12 | 0.63 |
| nand4 | 9 | 0.37 |
| nor3 | 8 | 0.24 |
| nor2b | 3 | 0.11 |
| nand3 | 2 | 0.060 |
| nor2 | 2 | 0.045 |
| o21ai | 2 | 0.060 |
| o22ai | 2 | 0.074 |
| a2111o | 1 | 0.067 |
| a21boi | 1 | 0.045 |
| and2 | 1 | 0.037 |
| and3 | 1 | 0.037 |
| clkinv | 1 | 0.022 |
| conb | 1 | 0.022 |
| dfxtp | 1 | 0.12 |
| nand2b | 1 | 0.037 |
| o31a | 1 | 0.052 |
| or4 | 1 | 0.045 |
-- layout make-up --
| cell class | count | area (um^2) | area share (%) |
|---|---|---|---|
| clock inverter | 24 | 280 | 0.973 |
| tap | 1876 | 2350 | 8.15 |
| clock buffer | 43 | 948 | 3.29 |
| antenna | 8 | 20.0 | 0.0695 |
| inverter | 521 | 1960 | 6.82 |
| sequential | 284 | 8520 | 29.6 |
| timing repair buffer | 916 | 9100 | 31.6 |
| multi-input combinational | 615 | 5610 | 19.5 |
-- where the power goes --
part | internal (uW) | total (uW) | switching, uW
combinational | 70.7 | 117 | 46.5
sequential | 319 | 340 | 20.9
clock | 188 | 314 | 127
-- critical path, stage by stage --
cell and delay, ps:
clkdlybuf4s50_1 470, xor2_1 160, nor4_1 460, nand3_4 550, buf_4 540, buf_12 280, buf_4 460, nor4_1 520
clkdlybuf4s50_1 560
-- logic make-up (layout without fill, tap and decap cells) --
kind of cell              Yosys count  after routing  share of synthesized area (%)
other                               1             13                         0.0223
DFF                               284            284                           50.7
xor gates and xnor gates           49             49                           2.56
AOI/OAI and AO/OA                 272            272                           10.2
and+or+nand+nor                   289            289                           19.4
buffers and inverters             695           1504                           17.1
-- how the worst max path moves through the flow --
stage                from          end
CTS           raddr_i[30]  rdata_o[14]
global route  raddr_i[30]  rdata_o[14]
finish        raddr_i[30]  rdata_o[14]
-- stage by stage --
| step | utilization [%] | hold slack [ps] |
|---|---|---|
| 4_1_cts | 20.7 | 546 |
| 3_3_place_gp | 19.8 | 539 |
| 5_1_grt | 20.7 | 586 |
| 6_report | 20.7 | 540 |
| 2_1_floorplan | - | 479 |
| 3_5_place_dp | 19.8 | 537 |
Power is estimated from default activity; no workload was simulated.
