`design/flow/config.mk`:
```
export PLATFORM = sky130hd
export DESIGN_NAME = RAS
export DESIGN_NICKNAME = RAS
export VERILOG_FILES = /design/flow/design.v
export SDC_FILE = /design/flow/constraint.sdc
export NUM_CORES = 4
export LEC_CHECK = 1
export CORE_UTILIZATION = 40
```
`design/flow/constraint.sdc`:
```
current_design RAS

set clk_period 6.8
set clk_io_pct 0.2

create_clock -name clk0 -period $clk_period [get_ports {clk}]

set non_clock_inputs [all_inputs -no_clocks]
set_input_delay [expr $clk_period * $clk_io_pct] -clock clk0 $non_clock_inputs
set_output_delay [expr $clk_period * $clk_io_pct] -clock clk0 [all_outputs]
```
`design/flow/design.v`:
```
`timescale 1ns / 1ps
module RAS(
    input wire clk,
    input wire rst,
    input wire [1:0] second_inst_type1_i,
    input wire [1:0] second_inst_type2_i,
    input wire [1:0] ex_branch_type_i,
    input wire ex_set_register,
    input wire [31:0] ex_inst_addr_i, 
    output reg [31:0] RAS_predict_inst_addr1_o,
    output reg [31:0] RAS_predict_inst_addr2_o
    );
    reg [31:0] ra_stack[7:0];
    reg [2:0] stack_point_current;
    always @(*) begin
        if(~rst)begin
            RAS_predict_inst_addr1_o = 32'b0;
            RAS_predict_inst_addr2_o = 32'b0;
        end
        else if(second_inst_type1_i == 2'b10)begin
            RAS_predict_inst_addr1_o = ra_stack[stack_point_current];
            RAS_predict_inst_addr2_o = 32'b0;
        end
        else if(second_inst_type2_i == 2'b10)begin
            RAS_predict_inst_addr2_o = ra_stack[stack_point_current];
            RAS_predict_inst_addr1_o = 32'b0;
        end
        else begin
            RAS_predict_inst_addr1_o = 32'b0;
            RAS_predict_inst_addr2_o = 32'b0;
        end
    end
    always @(posedge clk) begin
        if(~rst)begin
            begin:stack_initail
                integer i;
                for (i = 0;i < 8 ;i = i + 1 ) begin
                    ra_stack[i] <= 32'b0;
                end
            end
            stack_point_current <= 3'b0;
        end
        else if(second_inst_type1_i == 2'b10 || second_inst_type2_i == 2'b10)begin
             if(ex_set_register && ex_branch_type_i != 2'b00)begin
                ra_stack[stack_point_current] <= ex_inst_addr_i + 8;
             end
             else begin
                stack_point_current <= stack_point_current - 1'b1;
             end
        end
        else if(ex_set_register && ex_branch_type_i != 2'b00)begin
            ra_stack[stack_point_current + 1'b1] <= ex_inst_addr_i + 8;
            stack_point_current <= stack_point_current + 1'b1;
        end
        else begin
            stack_point_current <= stack_point_current;
        end
    end
endmodule
```
`design/flow/run.sh`:
```
#!/bin/bash
# OpenROAD 26Q1-2900-gdf79404cd8, Yosys 0.63+post, stock flow scripts
make -C /OpenROAD-flow-scripts/flow DESIGN_CONFIG=/design/flow/config.mk WORK_HOME=/design/flow/orfs finish
```
==> impl_metrics.toml <==
# flow metrics
[yosys]
yosysWarningCount = 1
ys_sh_simple = 0.140
netlist_area_um2 = 12000
syn_avg_cell_area_um2 = 13.7
top_cells_by_area = "edfxtp_1 64%, mux4_2 12%, nor2_1 10%, mux2i_1 2.7%, xor2_1 1.3%"
syn_inst = 879
synth.logic.top_family = "multiplexers"
top_area_frac = 0.641
mux_share = 0.148
ff_type = "edfxtp_1"
synthAoiAreaFrac = 0.00688
yosys-stat-area_um2 = 12000
synth_cell_types = 36
ys.flops = 262
yosys.stat.seqShare = 0.651
top_area_cell = "edfxtp_1"
synthAdderAreaFrac = 0.00521
yosysCellCount = 879
edf_count = 256
xor_share = 0.0241
synth-async-reset-ratio = 0

[grt]
met3_usage = 0.130
grt_overflow = 0
gr-usage-met2 = 0.334
grt_pass1_wl_mm = 46.3
grt_pass1_vias = 7725
met1_usage = 0.315
grt_antenna_before_repair = 0
track_usage = 0.225
grt_max_degree = 39
grt_busiest_layer = "met2"

[final_timing]
final_hold_viol_count = 0
fin_setup_tns_ns = 0
max_slew.worst_pin.slew_ns = 0.901
finalClockSkew_ns = 0.00990
rsz0062_at_grt = "no"
layout_min_cycle_time_ns = 5.18
worst_slack_ns = 1.62
slew-limit-headroom = 0.395
setup_viol = 0
fin_crit_sh = 0.762
hold-worst-slack_ns = 0.678
fmax_mhz = 193
final_max_slew_viol_count = 0

[die]
initial_core_util = 0.406
die_w_um = 175
dieArea_um2 = 30700
io_pins = 105
coreArea_um2 = 29600
die_h_um = 175
rows = 63

[cts]
cts_tree = "yes"
cts-root-buf = "clkbuf_16"
cts_buffers = 27
cts_sinks = 262
cts_max_path_buffers = 3
post_cts_buffers = 0
cts_hold_buffers = 0
ctsResizeCount = 0
clk_pin_slew_ns = 0.06
cts.htree.levels = 1
clk_latency_ns = 0.54

[placement]
place_hpwl_mm = 17.0
gp_congestion = 0.818
dpl_worst_slack_ns = 1.53
dp.cells = 1343
io_buffers = 104

[worst_setup_path]
cp_max_fo = 17
cp_slowest_cell = "clkdlybuf4s50_1"
crit_family = "buffers and inverters"
path_buffers = 4
slowest_delay_ns = 0.60
path_cells = "clkdlybuf4s50_1 > buf_4 > nand2_1 > buf_4 > nor2_1 > clkdlybuf4s50_1"
crit_path_end_kind = "output port"
critPathKind = "in -> out"
critPathLaunchType = "input pin"
arrival_ns = 3.82
required_ns = 5.44

[drt]
n_antenna_cell = 0
drtIter0Drc = 546
drt_pass1_iterations = 4
ant_nets = 0
vias = 7385
drc = 0
routedWlPerCell_um = 22.0
routed_via_density = 5.30
wirelength_mm = 30.7

[flow_run]
warning_count = 27
maxCapViolations = 0

[layout]
drive_above_1_share = 0.146
fillers = 2495
final_cells = 1393
seqCellArea_um2 = 7810
final-comb-area_um2 = 3980
syn_to_final_growth_pct = 19.6

[worst_hold_path]
hp-class = "reg -> reg"

[run_status]
outcome = "finished, final reports clean"

[pwr]
leakage_nw = 5.01
vdd_drop_max_mv = 0.181
powerDensity_nw_per_um2 = 274
flip-flops by register name, summed over array words and instances (netlist names), named ones only:
register and count:
stack_point_current 3, ra_stack 256
through the flow:
step | cell area, µm² | total power, mW | utilization
after floorplan | 12000 | 2.39 | -
after global placement | 13500 | 2.62 | 0.458
after detailed placement | 13500 | 2.62 | 0.458
after CTS | 14400 | 3.98 | 0.486
after global routing | 14400 | 4.09 | 0.486
final | 14400 | 3.94 | 0.486
metal layers:
| metal | routed length, µm | up-vias |
|---|---|---|
| li1 | - | 3370 |
| met1 | 11700 | 3547 |
| met2 | 14500 | 437 |
| met3 | 4120 | 31 |
| met4 | 434 | 0 |
| met5 | 0 | - |
worst min-delay path: cells and delay by family (launching register included):
| family | cells | cell delay [ns] |
|---|---|---|
| AND-OR/OR-AND | 1 | 0.06 |
| AND/OR/NAND/NOR | 2 | 0.23 |
| flip-flops | 1 | 0.34 |
cells in the final DEF, fill, tap and decap left out, types with 2 or more instances in the layout:
cell,instances
nor4_4,2
mux2i_1,32
nand3_1,11
nand2_1,17
dfxtp_2,2
clkinv_1,4
clkbuf_8,3
clkbuf_16,27
nand3b_1,2
nand4_1,7
nor2_1,332
inv_1,10
nand3_2,2
xnor2_1,15
a31oi_1,2
nor2b_1,3
nor3_1,5
o21ai_4,8
and3_1,5
or2_1,4
clkbuf_1,6
clkinv_2,7
dfxtp_1,3
nand2b_1,5
mux4_2,64
xor2_1,18
edfxtp_1,256
buf_4,24
clkdlybuf4s50_1,104
o21a_1,2
and2_1,3
ha_1,5
o21ai_0,2
synthesized netlist by cell type, drive strengths merged (2+ instances only):
master / n
nand4: 7
nor2: 332
xnor2: 15
o21ai: 10
and2: 3
edfxtp: 256
mux2i: 32
a31oi: 2
clkbuf: 24
o21a: 2
inv: 10
nand3b: 2
dfxtp: 6
or2: 5
mux4: 64
and3: 5
nor4: 3
nand2b: 5
nand3: 13
buf: 30
xor2: 18
nor2b: 3
nor3: 5
nand2: 17
ha: 5
final timing paths:
check,start,end,slack [ns],depth (start not counted)
max,rst,RAS_predict_inst_addr1_o[7],1.62,6
min,stack_point_current[1]$_SDFFE_PN0P_,flop,0.68,3
max reg2reg,stack_point_current[0]$_SDFFE_PN0P_,ra_stack[4][14]$_SDFFCE_PN0P_,3.93,7
min reg2reg,stack_point_current[1]$_SDFFE_PN0P_,flop,0.68,3
cells by family after synthesis:
logic type / after synthesis
DFF: 262
buffers and inverters: 64
AOI/OAI and AO/OA: 15
adders and majority gates: 5
and+or+nand+nor: 403
muxes: 97
xor gates and xnor gates: 33
power by group:
group,internal [mW],leakage (nW),switching [mW]
Sequential,1.90,2.71,0.0542
Clock,0.763,0.404,0.603
Combinational,0.278,1.90,0.342
Total,2.94,5.01,0.999
cell type report:
cell class	count	share of cell area
clock buffers	36	0.0515
clock inverters	14	0.00523
inverters	10	0.00262
multi-input cells	553	0.277
flip-flops and latches	262	0.544
well taps	390	0.0340
repair buffers	128	0.0851
Power figures rest on the tool's default switching activity, not on a simulated workload.
